## /design/flow/config.mk

```make
export PLATFORM = sky130hd
export DESIGN_NAME = serdes_8bit
export DESIGN_NICKNAME = serdes_8bit
export VERILOG_FILES = /design/flow/design.v
export SDC_FILE = /design/flow/constraint.sdc
export NUM_CORES = 4
export LEC_CHECK = 1
export CORE_UTILIZATION = 50
```

## /design/flow/constraint.sdc

```tcl
current_design serdes_8bit

set clk_period 1.9
set clk_io_pct 0.2

create_clock -name clk0 -period $clk_period [get_ports {clk}]

set non_clock_inputs [all_inputs -no_clocks]
set_input_delay [expr $clk_period * $clk_io_pct] -clock clk0 $non_clock_inputs
set_output_delay [expr $clk_period * $clk_io_pct] -clock clk0 [all_outputs]
```

## /design/flow/design.v

```verilog
module decoder_10b_8b(
    input               clk,
    input               rst_n,
    input [9:0]         data_10b_in,
    input               par_en,
    output reg [7:0]    data_8b_out
);
    reg [2:0]           temp_3b;
    reg [4:0]           temp_5b;
    always @ (posedge clk) begin
        if (!rst_n) begin
            temp_3b <= 3'b000;
            temp_5b <= 5'b00000;
        end
        else begin
            if (par_en) begin
                case (data_10b_in[9:6])
                4'b0100: temp_3b <= 3'b000;
                4'b1001: temp_3b <= 3'b001;
                4'b0101: temp_3b <= 3'b010;
                4'b0011: temp_3b <= 3'b011;
                4'b0010: temp_3b <= 3'b100;
                4'b1010: temp_3b <= 3'b101;
                4'b0110: temp_3b <= 3'b110;
                4'b0001: temp_3b <= 3'b111;
                default: temp_3b <= 3'b000;    
                endcase
                case (data_10b_in[5:0])
                6'b011000: temp_5b <= 5'b00000;
                6'b011101: temp_5b <= 5'b00001;
                6'b010010: temp_5b <= 5'b00010;     
                6'b110001: temp_5b <= 5'b00011;
                6'b110101: temp_5b <= 5'b00100;
                6'b101001: temp_5b <= 5'b00101;
                6'b011001: temp_5b <= 5'b00110;
                6'b111000: temp_5b <= 5'b00111;
                6'b111001: temp_5b <= 5'b01000;
                6'b100101: temp_5b <= 5'b01001;
                6'b010101: temp_5b <= 5'b01010;
                6'b110100: temp_5b <= 5'b01011;
                6'b001101: temp_5b <= 5'b01100;
                6'b101100: temp_5b <= 5'b01101;
                6'b011100: temp_5b <= 5'b01110;
                6'b010111: temp_5b <= 5'b01111;
                6'b011011: temp_5b <= 5'b10000;
                6'b100011: temp_5b <= 5'b10001;
                6'b010011: temp_5b <= 5'b10010;
                6'b110010: temp_5b <= 5'b10011;
                6'b001011: temp_5b <= 5'b10100;
                6'b101010: temp_5b <= 5'b10101;
                6'b011010: temp_5b <= 5'b10110;
                6'b111010: temp_5b <= 5'b10111;
                6'b110011: temp_5b <= 5'b11000;
                6'b100110: temp_5b <= 5'b11001;
                6'b010110: temp_5b <= 5'b11010;
                6'b110110: temp_5b <= 5'b11011;
                6'b001110: temp_5b <= 5'b11100;
                6'b101110: temp_5b <= 5'b11101;
                6'b011110: temp_5b <= 5'b11110;
                6'b101011: temp_5b <= 5'b11111;
                default: temp_5b <= 5'b00000;
                endcase
            end
            else begin
                data_8b_out <= {temp_3b, temp_5b};
            end
        end
    end
endmodule
module encoder_8b_10b (
    input               clk,
    input               rst_n,
    input [7:0]         data_8b_in,
    input               ser_en,
    output reg [9:0]    data_10b_out
);
    reg [3:0]       temp_4b;
    reg [5:0]       temp_6b;
    always @ (posedge clk) begin
        if (!rst_n) begin
            temp_4b <= 4'b0000;
            temp_6b <= 6'b000000;
        end
        else begin
            if (ser_en) begin
                case (data_8b_in[7:5])
                3'b000: temp_4b <= 4'b0100;
                3'b001: temp_4b <= 4'b1001;
                3'b010: temp_4b <= 4'b0101;
                3'b011: temp_4b <= 4'b0011;
                3'b100: temp_4b <= 4'b0010;
                3'b101: temp_4b <= 4'b1010;
                3'b110: temp_4b <= 4'b0110;
                3'b111: temp_4b <= 4'b0001;
                default: temp_4b <= 4'b0000;    
                endcase
                case (data_8b_in[4:0])
                5'b00000: temp_6b <= 6'b011000;
                5'b00001: temp_6b <= 6'b011101;
                5'b00010: temp_6b <= 6'b010010;     
                5'b00011: temp_6b <= 6'b110001;
                5'b00100: temp_6b <= 6'b110101;
                5'b00101: temp_6b <= 6'b101001;
                5'b00110: temp_6b <= 6'b011001;
                5'b00111: temp_6b <= 6'b111000;
                5'b01000: temp_6b <= 6'b111001;
                5'b01001: temp_6b <= 6'b100101;
                5'b01010: temp_6b <= 6'b010101;
                5'b01011: temp_6b <= 6'b110100;
                5'b01100: temp_6b <= 6'b001101;
                5'b01101: temp_6b <= 6'b101100;
                5'b01110: temp_6b <= 6'b011100;
                5'b01111: temp_6b <= 6'b010111;
                5'b10000: temp_6b <= 6'b011011;
                5'b10001: temp_6b <= 6'b100011;
                5'b10010: temp_6b <= 6'b010011;
                5'b10011: temp_6b <= 6'b110010;
                5'b10100: temp_6b <= 6'b001011;
                5'b10101: temp_6b <= 6'b101010;
                5'b10110: temp_6b <= 6'b011010;
                5'b10111: temp_6b <= 6'b111010;
                5'b11000: temp_6b <= 6'b110011;
                5'b11001: temp_6b <= 6'b100110;
                5'b11010: temp_6b <= 6'b010110;
                5'b11011: temp_6b <= 6'b110110;
                5'b11100: temp_6b <= 6'b001110;
                5'b11101: temp_6b <= 6'b101110;
                5'b11110: temp_6b <= 6'b011110;
                5'b11111: temp_6b <= 6'b101011;
                default: temp_6b <= 6'b000000;
                endcase 
            end
            else begin
                data_10b_out <= {temp_4b, temp_6b};
            end
        end
    end 
endmodule
module latch_8bit (
    input               rst_n,
    input [7:0]         data_8b_in,
    input               data_en,
    output reg [7:0]    data_8b_out
);
    reg [7:0]          bus_net0;
    always @ (*) begin
        if (!rst_n) begin
            data_8b_out = 8'h00;
            bus_net0    = 8'h00;
        end
        else begin
            if (data_en) begin
                data_8b_out = data_8b_in;
                bus_net0    = 8'h00;
            end
            else begin
                bus_net0    = data_8b_out;
                data_8b_out = bus_net0;
            end
        end
    end
endmodule
module piso_10bit (
    input           clk,
    input           rst_n,
    input [9:0]     par_in,
    input           load_en,
    output reg      ser_out
);
    reg [9:0]       shift_reg;
    always @ (posedge clk) begin
        if (!rst_n) begin
            shift_reg <= 10'b00000_00000;
        end
        else begin
            if (load_en) begin
                shift_reg <= par_in;
            end
            else begin
                ser_out <= shift_reg[0];         
                shift_reg <= shift_reg >> 1;     
            end
        end
    end
endmodule
module serdes_8bit (
    input           clk,
    input           rst_n,
    input           [7:0] data_8bit_in,
    input           data_en,
    output          [7:0] data_8bit_out,
    output          bus_free_flag
);
    wire            [7:0] data_8b_out;
    wire            [9:0] data_10b_out, par_out;
    wire            ser_en, par_in, load_en, par_en, ser_out, sipo_en;
    latch_8bit          serializer_u1       (.rst_n(rst_n),
                                            .data_8b_in(data_8bit_in),
                                            .data_en(data_en),
                                            .data_8b_out(data_8b_out));
    encoder_8b_10b      serializer_u2       (.rst_n(rst_n),
                                            .clk(clk),
                                            .ser_en(ser_en),
                                            .data_8b_in(data_8b_out),
                                            .data_10b_out(data_10b_out));
    piso_10bit          serializer_u3       (.rst_n(rst_n),
                                            .clk(clk),
                                            .par_in(data_10b_out),
                                            .load_en(load_en),
                                            .ser_out(ser_out));
    sipo_10bit          deserializer_u1     (.clk(clk),
                                            .rst_n(rst_n),
                                            .ser_in(ser_out),
                                            .load_en(sipo_en),
                                            .par_out(par_out));
    decoder_10b_8b      deserializer_u2     (.clk(clk),
                                            .rst_n(rst_n),
                                            .data_10b_in(par_out),
                                            .par_en(par_en),
                                            .data_8b_out(data_8bit_out));
    serdes_controller   controller_unit     (.clk(clk),
                                            .rst_n(rst_n),
                                            .data_en(data_en),
                                            .bus_free_flag(bus_free_flag),
                                            .ser_en(ser_en),
                                            .load_en(load_en),
                                            .sipo_en(sipo_en),
                                            .par_en(par_en));
endmodule
module serdes_controller (
    input       clk,
    input       rst_n,
    input       data_en,
    output      bus_free_flag,
    output      ser_en,
    output      load_en,
    output      sipo_en,
    output      par_en
);
    reg [2:0]        q, q_next;
    reg [3:0]        counter, counter_next;
    always @ (posedge clk) begin
        if (!rst_n) begin
            q <= 3'b000;
        end
        else begin
            q <= q_next;
        end
    end
    always @ (posedge clk) begin
        if (!rst_n) begin
            counter <= 4'd10;
        end
        else begin
            counter <= counter_next;
        end
    end
    always @ (*) begin
        case (q)
        3'b000: begin counter_next = 4'd10; if (data_en) q_next = 3'b001; else q_next = 3'b000; end
        3'b001: begin q_next = 3'b010; counter_next = 4'd10; end
        3'b010: if (counter==0) begin
                    q_next = 3'b011;
                    counter_next = 4'd10;
                end 
                else begin
                    q_next = 3'b010;
                    counter_next = counter - 1;
                end
        3'b011: if (counter==0) begin
                    q_next = 3'b100;
                    counter_next = 4'd10;
                end 
                else begin
                    q_next = 3'b011;
                    counter_next = counter - 1;
                end
        3'b100: begin q_next = 3'b101; counter_next = 4'd10; end  
        3'b101: begin q_next = 3'b000; counter_next = 4'd10; end
        default: begin q_next = 3'b000; counter_next = 4'd10; end
        endcase
    end
    assign bus_free_flag    = (q==3'b000);
    assign ser_en           = (q==3'b001);
    assign load_en          = (q==3'b010);
    assign sipo_en          = (q==3'b011);
    assign par_en           = (q==3'b101);
endmodule
module sipo_10bit (
    input               clk,
    input               rst_n,
    input               ser_in,
    input               load_en,
    output reg [9:0]    par_out
);
    reg [9:0]           shift_reg;
    always @ (posedge clk) begin
        if (!rst_n) begin
            par_out <= 10'b00000_00000;
        end
        else begin
            if (load_en) begin
                shift_reg <= {ser_in,shift_reg[9:1]};
            end
            else begin
                par_out <= shift_reg;
            end
        end
    end
endmodule
```

## /design/flow/run.sh

```bash
#!/bin/bash
# OpenROAD 26Q1-2900-gdf79404cd8, Yosys 0.63+post, stock flow scripts
make -C /OpenROAD-flow-scripts/flow DESIGN_CONFIG=/design/flow/config.mk WORK_HOME=/design/flow/orfs finish
```

==> job_summary.md <==
## Synthesis and layout report

| Metric | Value |
|---|---|
| Flop-to-flop setup slack | around 280 ps |
| Reg2reg end | deserializer_u2.temp_5b[3]$_SDFFE_PN0P_ |
| Run status | completed |
| Worst hold stages | 0 |
| Layout cells sized above 1 | 0.0987 |
| Yosys chip area | 3670 µm² |
| Reg-to-Reg Start | deserializer_u1.par_out[0]$_SDFFE_PN0N_ |
| Antenna diodes | 0 |
| Power consumption | roughly 3.5 mW |
| H-tree levels | 3 |
| Sequential Power Share | 0.516 |
| Gates resized, CTS repair | 0 |
| # port buffers | 19 |
| Gp weighted congestion | around 0.80 |
| Vias in the first global route | around 2200 |
| Number of cells in Yosys stat | around 350 |
| Pre-Place Util | 0.528 |
| Layout Area Growth over Synthesis | 16.4% |
| Cts bufs inserted | 9 |
| Fin. Hold Viols | 0 |
| Syn Inst Count | 353 |
| Combinational share of power | 0.059 |
| Via Count | ~2500 |
| Max-slew headroom | 0.565 |
| Switching Fraction | 0.203 |
| Worst Reg-to-Reg Cells | 6 |
| Via density | between 5 and 6 |
| DP HPWL | between 4000 and 5000 µm |
| Gr ovfl total | 0 |
| NetSw | just over 0.7 mW |
| Fin crit share | 0.855 |
| Pwr Density | approximately 820 nW/µm² |
| Die Span Y | approximately 90 µm |
| Critical path fanouts, max | 4 |
| Setup crit end kind | flip-flop |
| GRT Total Usage | 0.185 |
| Max Freq | 616 MHz |
| Setup Viol. Count Final | 0 |
| DIE WIDTH | about 90 µm |
| Drc violations | 0 |
| Routed Antenna Nets | 0 |
| Maximum vdd ir drop | around 570 µV |
| Crit path kind | reg -> reg |
| Initial DRT Pass Iterations | 4 |
| Global-route wire length before repair | between 10000 and 15000 µm |
| Req. time, crit path | between 2000 and 2500 ps |
| Final-layout fill cell count | between 500 and 600 |
| Clock latency (worst-skew pair) | around 350 ps |
| # IOs | 20 |
| HP Start | serializer_u3.shift_reg[0]$_SDFF_PN0_ |
| Fin. max-slew vios | 0 |
| Largest net degree at the start of global routing | 19 |
| Worst setup SP type | flip-flop |
| Initial antenna violation count | 0 |
| Synth Flop Type | dfxtp_1 |
| Pint | about 2.8 mW |
| Least-Margin Pin Slew | 651 ps |
| Yosys Warn Count | 6 |
| Tool warnings | 36 |
| P_leak | 1.62 nW |
| DR iter-0 viols | between 100 and 150 |
| Max cap viols | 0 |
| Register pins left without a clock | 8 |
| Clk_skew | 11.5 ps |
| Clock-pin slew on the worst setup and hold paths | about 80 ps |
| Postcts setup bufs | 0 |
| Tmin final | ~1600 ps |
| # rows | 30 |
| Core Area | ~7000 µm² |
| Synth cell types | slightly below 50 |
| CTS Root Cell | clkbuf_8 |
| Async SR Flop Fraction | 0 |
| WHS | 409 ps |
| Flops after synth | about 85 |
| CTS tree | yes |
| Syn avg cell area | ~10 µm² |
| WHS Endpoint | serializer_u3.ser_out$_DFFE_PP_ |
| EDFF count, synth | 29 |
| Setup_tns | 0 ps |
| Final wirelength | 6360 µm |
| Synthesized cell area | roughly 3700 µm² |
| CTS max path bufs | 2 |
| Endpoints left unconstrained | 8 |
| WL/cell | between 10 and 15 µm |
| Clock group share of total power | 0.425 |
| Tightest Hold Check Type | reg -> reg |
| Hold buffers post-CTS | 0 |
| RSZ-0062 raised after global routing | no |
| Critical Path AT | about 1800 ps |
| Die ar. | between 7000 and 8000 µm² |
power groups by stage:
stage / clock network, mW / registers [mW] / logic (mW)
after CTS: 1.53 / 1.81 / 0.208
after global routing: 1.60 / 1.81 / 0.228
final: 1.49 / 1.81 / 0.205
critical path: stages (launching register included):
cell and delay, ps:
dfxtp_1 330, inv_1 70, ha_1 340, nand2b_1 150
a21oi_1 80, o311ai_0 370, a31oi_1 130
routing by layer:
metal  wire length, µm  share of wire  track usage  up-vias
met1              3340           0.53        0.314     1152
met5                 0              0            0        -
li1                  -              -            -     1302
met3               270          0.042       0.0487        7
met4                62         0.0097       0.0209        0
met2              2690           0.42        0.263       40
cells by family (layout without fill, tap and decap cells):
group | Yosys count | count (layout) | synth area share
simple gates | 103 | 103 | 0.138
flops | 77 | 77 | 0.499
compound gates | 71 | 71 | 0.127
buf+inv | 42 | 74 | 0.0525
mux | 28 | 28 | 0.0774
fa+ha+maj | 16 | 16 | 0.0539
xor+xnor | 8 | 8 | 0.0191
latches | 8 | 8 | 0.0327
through the flow:
step | util | cell area [µm²] | setup slack, ps | cells
finish | 0.615 | 4270 | 276 | 481
global route | 0.615 | 4270 | 77.2 | 481
CTS | 0.615 | 4270 | 277 | 481
detailed placement | 0.579 | 4020 | 89.3 | 465
global placement | 0.579 | 4020 | 79.3 | 465
floorplan | - | 3670 | 155 | 353
layout make-up:
class,instances,area (µm²),area share
clock buffers,11,141,0.0331
repair buffers,39,353,0.0826
flip-flops and latches,85,1950,0.457
inverters,19,71.3,0.0167
clock inverters,5,108,0.0252
well taps,96,120,0.0281
multi-input cells,226,1520,0.357
how the worst max path moves through the flow:
| stage | from | endpoint | slack, ps |
|---|---|---|---|
| 4_1_cts | deserializer_u1.par_out[0]$_SDFFE_PN0N_ | deserializer_u2.temp_5b[3]$_SDFFE_PN0P_ | 280 |
| 5_1_grt | deserializer_u1.par_out[0]$_SDFFE_PN0N_ | deserializer_u2.temp_5b[3]$_SDFFE_PN0P_ | 80 |
| 6_report | deserializer_u1.par_out[0]$_SDFFE_PN0N_ | deserializer_u2.temp_5b[3]$_SDFFE_PN0P_ | 280 |
Yosys cell counts, types with 2 or more instances:
library cell  count  area share
o22ai_1           3      0.0051
inv_1            18       0.018
clkbuf_1          9      0.0092
a211o_1           2      0.0048
o21ai_0          14       0.019
and2_1           10       0.017
mux2_2            3      0.0092
o2111ai_1         2      0.0048
o31ai_1           2      0.0041
and3_1            5      0.0085
dlxtn_1           8       0.033
buf_2            10       0.014
xnor2_1           6       0.014
xor2_1            2      0.0048
nor2_1           42       0.043
nand3_1           5      0.0068
buf_4             2      0.0041
nor3_1            3      0.0041
nand2b_1         10       0.017
mux2i_1          25       0.068
nor2b_1           3      0.0051
edfxtp_1         29        0.24
o211ai_1          6       0.012
nor3b_1           4      0.0082
nand2_1          14       0.014
a31oi_1           7       0.012
o221ai_1          5       0.012
dfxtp_1          48        0.26
ha_1             15       0.051
buf_6             2      0.0061
a21oi_1          17       0.023
a211oi_1          4      0.0082
nand3b_1          2      0.0041
cell usage in the layout, fill, tap and decap left out, types with 4 or more instances in the layout:
master           netlist  final
nor3b_1                4      4
dlxtn_1                8      8
buf_4                  2     19
nand3_1                5      5
inv_1                 18     18
mux2i_1               25     25
a211oi_1               4      4
nand2_1               14     14
o21ai_0               14     14
clkdlybuf4s50_1        0     19
nand2b_1              10     10
edfxtp_1              29     29
nor2_1                42     42
o221ai_1               5      5
xnor2_1                6      6
and3_1                 5      5
dfxtp_1               48     48
ha_1                  15     15
o211ai_1               6      6
and2_1                10     10
a21oi_1               17     17
clkbuf_8               0     10
a31oi_1                7      7
Power and IR drop assume default switching activity.
